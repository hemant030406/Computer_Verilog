==> flow/design.v <==
module PC(
    input [63:0] addr,
    input reset,ld,clk,
    output reg [63:0] out
);
    always @(posedge clk) begin
        out = reset ? 64'b0 : (ld ? addr : out + 4);
    end
endmodule
==> flow/run.sh <==
#!/bin/bash
# OpenROAD 26Q1-2900-gdf79404cd8, Yosys 0.63+post, stock flow scripts
make -C /OpenROAD-flow-scripts/flow DESIGN_CONFIG=/design/flow/config.mk WORK_HOME=/design/flow/orfs finish
==> flow/config.mk <==
export PLATFORM = sky130hd
export DESIGN_NAME = PC
export DESIGN_NICKNAME = PC
export VERILOG_FILES = /design/flow/design.v
export SDC_FILE = /design/flow/constraint.sdc
export NUM_CORES = 4
export LEC_CHECK = 1
export CORE_UTILIZATION = 40
==> flow/constraint.sdc <==
current_design PC

set clk_period 8.6
set clk_io_pct 0.2

create_clock -name clk0 -period $clk_period [get_ports {clk}]

set non_clock_inputs [all_inputs -no_clocks]
set_input_delay [expr $clk_period * $clk_io_pct] -clock clk0 $non_clock_inputs
set_output_delay [expr $clk_period * $clk_io_pct] -clock clk0 [all_outputs]
==> results.sh <==
# implementation run metrics
export IMPL_status="finished clean"
export IMPL_gr_total_overflow=0
export IMPL_slew_violations=0
export IMPL_cts_max_path_buffers=2
export IMPL_cpPeakStageDelay_ns=0.62
export IMPL_largest_reg_flops=64
export IMPL_synth_avg_cell_area_um2=8.113
export IMPL_finalSetupViolCount=0
export IMPL_hold_viol_final=0
export IMPL_ir_drop_mv=0.08402
export IMPL_common_cells="nor2_1 (66), dfxtp_1 (64), nand2_1 (38)"
export IMPL_rsz0062_at_grt="no"
export IMPL_async_flop_share_pct=0
export IMPL_max_freq_mhz=291.8
export IMPL_cts_hold_buf=0
export IMPL_hold_class="flop to flop"
export IMPL_post_cts_buffers=0
export IMPL_vias=3438
export IMPL_netlist_area_leader_share_pct=36.39
export IMPL_vias_per_cell=5.217
export IMPL_period_needed_ns=3.426
export IMPL_required_ns=8.82
export IMPL_place_area_um2=4826
export IMPL_postSynthCellCount=434
export IMPL_maxCapViolCount=0
export IMPL_numSynthFlops=64
export IMPL_powerDensity_nw_per_um2=144.4
export IMPL_syn_to_final_growth_pct=42.93
export IMPL_min_to="out[1]"
export IMPL_cts_root_buf="clkbuf_8"
export IMPL_finalCritPeriodShare_pct=39.84
export IMPL_remaining_drc_errors=0
export IMPL_ff_type="dfxtp_1"
export IMPL_hold_depth=2
export IMPL_ys_seq_share_pct=36.39
export IMPL_dieArea_um2=9181
export IMPL_area_leaders="dfxtp_1 (36%), nor2_1 (7.0%), xnor2_1 (7.0%)"
export IMPL_n_antenna_cell=0
export IMPL_clkLatencyLatePin_ns=0.34
export IMPL_power_leakage_nw=1.726
export IMPL_critPathLaunchType="input pin"
export IMPL_drt_iter0_markers=154
export IMPL_r2r_start="out[4]"
export IMPL_grt_pass1_vias=3154
export IMPL_arrival_ns=3.65
export IMPL_place_gp_congestion=0.8529
export IMPL_clock_sinks=64
export IMPL_antenna_found_initial=0
export IMPL_ys_types=42
export IMPL_end_kind="flop"
export IMPL_fp_util_pct=42.01
export IMPL_yosysMostFrequentCell="nor2_1"
export IMPL_dpl_cell_count=643
export IMPL_wirelength_mm=9.670
export IMPL_grt_pass1_wl_mm=15.34
export IMPL_post_cts_resized=0
export IMPL_cts_tree="yes"
export IMPL_grt_usage_pct=21.97
export IMPL_top_area_cell="dfxtp_1"
export IMPL_reg2reg_depth=6
export IMPL_finClkSkew_ns=0.01346
export IMPL_cpMaxStageDelayCell="buf_4"
export IMPL_ys_cells=434
export IMPL_ant_nets=0
export IMPL_clk_pin_slew_worst_paths_ns=0.08
export IMPL_r2r_slack_ns=5.88
export IMPL_synth_area_um2=3521
export IMPL_path_cells="clkdlybuf4s50_1, buf_4, inv_2, buf_4, nor2_1, nand2_1, o21ai_0"
export IMPL_io_buffers=130
export IMPL_die_y_um=95.82
export IMPL_ys_area_um2=3521
export IMPL_tool_warnings=26
export IMPL_fin_cells=659
export IMPL_wl_per_cell_um=14.67
export IMPL_max_slew_margin_rel_pct=42.90
export IMPL_synth_warning_count=1
export IMPL_numCtsBuffers=9
export IMPL_hold_start="out[1]"
export IMPL_tightest_slew_ns=0.8487
export IMPL_drive_gt1_share_pct=6.498
export IMPL_htreeDepth=3
export IMPL_die_w_um=95.82
export IMPL_core_um2=8382
export IMPL_io_pin_count=131
export IMPL_rr_endpoint="out[63]"
export IMPL_crit_top_cell="buf_4"
export IMPL_first_pass_iters=4
export IMPL_grt_max_degree=76
export IMPL_synth_edff_count=0
export IMPL_fin_tns_setup_ns=0
export IMPL_placement_rows=33
export IMPL_hpwl_mm=6.706
export IMPL_path_max_fanout=75
export IMPL_crit_type="input pin to flop"
export IMPL_final_cell_area_um2=5032
==> per-stage QoR <==
step / util (%) / setup WS (ns) / power, W / hold slack (ns)
finish: 60.04 / 5.174 / 0.0007267 / 0.5155
global route: 60.04 / 5.040 / 0.0007636 / 0.5473
CTS: 60.04 / 5.219 / 0.0007330 / 0.5162
detailed placement: 57.58 / 4.873 / 0.0004638 / 0.4830
global placement: 57.58 / 4.923 / 0.0004635 / 0.4773
floorplan: - / 6.013 / 0.0003861 / 0.4365
==> layout by cell type (no fill, tap or decap), types with 2 or more instances in the layout <==
cell type,netlist,routed
nor3_1,13,13
nand4_1,18,18
a21oi_1,21,21
and4_2,4,4
nand3_1,25,25
or3_1,6,6
and2_1,2,2
mux2i_1,6,6
xnor2_1,28,28
clkinvlp_4,0,2
and4_1,6,6
xor2_1,26,26
inv_1,6,6
nor4_4,2,2
buf_4,1,3
nor4_1,6,6
clkinv_2,0,2
dfxtp_1,64,64
a311oi_1,4,4
and3_1,7,7
a211oi_1,30,30
clkbuf_8,1,11
o21ai_0,10,10
clkdlybuf4s50_1,0,129
nor2_1,66,66
nand2_1,38,38
o21bai_1,4,4
or2_2,2,2
==> report_power, final <==
group | leakage, nW | internal [W] | switching, W
clock network | 0.101 | 0.000149 | 0.000121
registers | 0.531 | 0.000316 | 0.0000269
logic | 1.09 | 0.0000785 | 0.0000356
total | 1.73 | 0.000543 | 0.000183
==> cell families (layout without fill, tap and decap cells) <==
group,Yosys count,after routing,share of synthesized area (%)
buffers and inverters,36,156,4.868
multiplexers,6,6,1.706
XOR/XNOR,54,54,13.43
flip-flops,64,64,36.39
adder cells (fa/ha/maj),1,1,0.3553
AND-OR/OR-AND,70,70,12.86
AND/OR/NAND/NOR,203,203,30.38
==> worst max-delay path, delay by kind of cell <==
kind	cells	cell delay [ns]
buf+inv	4	1.45
simple gates	2	0.32
compound gates	1	0.08
==> worst max path at each step <==
stage | slack [ns] | start | cells past startpoint | to
after global routing | 5.04 | ld | 7 | out[59]
final | 5.17 | ld | 7 | out[62]
after CTS | 5.22 | ld | 7 | out[49]
==> layout make-up <==
type / count / area [um2]
multi-input cells: 334 / 2068
clock inverters: 5 / 55.05
clock buffers: 11 / 151.4
inverters: 7 / 26.28
well taps: 105 / 131.4
fillers: 788 / 3349
flip-flops and latches: 64 / 1281
repair buffers: 133 / 1319
==> routing by layer <==
metal | global-route usage (%) | share of wire (%) | up-vias
met5 | 0 | 0 | -
met4 | 1.741 | 0.49 | 0
met3 | 5.462 | 7.3 | 6
met2 | 33.04 | 44 | 127
met1 | 34.01 | 49 | 1538
li1 | - | - | 1767
Power figures rest on the tool's default switching activity, not on a simulated workload.
