==> flow/design.v <==
module ImmGen(
    input [31:0] inst,
    output [63:0] imm
);
    wire [11:0] init_imm;
    assign init_imm = inst[6] ? {inst[31],inst[7],inst[30:25],inst[11:8]} :
                (inst[5] ? {inst[31:25],inst[11:7]} : inst[31:20]);
    assign imm = {{52{init_imm[11]}},init_imm};
endmodule
==> flow/run.sh <==
#!/bin/bash
# OpenROAD 26Q1-2900-gdf79404cd8, Yosys 0.63+post, stock flow scripts
make -C /OpenROAD-flow-scripts/flow DESIGN_CONFIG=/design/flow/config.mk WORK_HOME=/design/flow/orfs finish
==> flow/config.mk <==
export PLATFORM = sky130hd
export DESIGN_NAME = ImmGen
export DESIGN_NICKNAME = ImmGen
export VERILOG_FILES = /design/flow/design.v
export SDC_FILE = /design/flow/constraint.sdc
export NUM_CORES = 4
export LEC_CHECK = 1
export CORE_AREA = 10 10 70 70
export DIE_AREA = 0 0 80 80
==> flow/constraint.sdc <==
current_design ImmGen

set clk_period 1.0
set clk_io_pct 0.2

create_clock -name clk0 -period $clk_period

set non_clock_inputs [all_inputs -no_clocks]
set_input_delay [expr $clk_period * $clk_io_pct] -clock clk0 $non_clock_inputs
set_output_delay [expr $clk_period * $clk_io_pct] -clock clk0 [all_outputs]
==> metrics.yaml <==
run_status:
  status: "finished with violations"
  violations: "negative setup slack"
timing:
  setup_ws_ns: -0.1230
  max_freq_mhz: 890.5
  finalCritPeriodShare: 1.123
  final_max_slew_viol_count: 0
  tightestPinTransition_ns: 0.1680
  setup_viol: 5
  worst_hold_slack_ns: 0.4000
  period_minus_slack_ns: 1.123
  report.final.hold_viol_count: 0
  relSlewSlack: 0.8848
  rsz0062_at_grt: "true"
cells_and_area:
  drive_gt1_frac: 0.5179
  fillerInstances: 385
  final_cells: 102
  seqCellArea_um2: 0
  nClkBuffers: 0
  design.seq.count: 0
  final_util: 0.1667
  syn_to_final_growth_pct: -6.953
floorplanning:
  core_um2: 3416
  io_pins: 96
  fp_util: 0.1791
  die_w_um: 80
  dieArea_um2: 6400
  placementRows: 21
  dieHeight_um: 80
worst_setup_path:
  critPathKind: "primary input to output port"
  cp.arrival_ns: 0.92
  slowest_stage: "mux2_4"
  max_stage_delay_ns: 0.29
  path_common_cell: "buf_6"
  crit_required_ns: 0.80
  cp_cell_sequence: "buf_6 -> buf_6 -> buf_6 -> mux2_4 -> buf_6"
  worstSetupStartpointType: "primary input"
  crit_fanout: 5
  end_kind: "output port"
synth:
  ys_types: 6
  synth_warnings: 0
  top_cells_by_area: "buf_4 66%, mux2_4 15%, mux2i_1 8.2%, o21ai_1 4.1%, buf_6 3.7%"
  netlist_area_um2: 611.8
  synth_cells: 77
  yosys_area_um2: 611.8
  yosys.area.top_type: "buf_4"
  avgSynthCellArea_um2: 7.946
  yosys_cells: 77
  synthTopCellsByCount: "54 x buf_4, 6 x mux2_4, 5 x mux2i_1, 5 x nand2_1, 5 x o21ai_1"
  synth_top_area_share: 0.6626
  synth_top_cell_by_count: "buf_4"
  synth_seq_share: 0
detailed_routing:
  diodes: 0
  wire_per_inst_um: 11.78
  drc: 0
  drt_first_pass_iters: 1
  routed_wl_um: 1202
  num_vias: 294
  drt-vias-per-instance: 2.882
  first_iter_violations: 0
  drtAntennaViolNets: 0
pwr:
  power.static_leakage_nw: 0.2789
  total_power_mw: 0.2093
  powerDensity_nw_per_um2: 367.7
  ir_drop_mv: 0.04256
job:
  warnings: 47
  drv_cap: 0
global_routing:
  overflow: 0
  grt_pass1_vias: 299
  grt_pass1_wl_um: 1669
  antenna_found_initial: 0
  grt_max_degree: 54
  grt_usage: 0.03163
placement:
  numPlacedInstances: 98
  gp_congestion: 0.8099
  hpwl_um: 950.7
  io_buffers: 29
worst_hold_path:
  worst_hold_path_type: "primary input to output port"
-- where the power goes --
part           switching, mW  internal, mW
Sequential                 0             0
Clock                      0             0
Combinational         0.0629         0.146
Total                 0.0629         0.146
-- timing repair --
| item | 4_1_cts | 5_1_grt |
|---|---|---|
| pin swaps | 5 | 3 |
| resized | 70 | 10 |
| gates cloned | 0 | 0 |
| hold buffers | 0 | 0 |
| buffers inserted | 4 | 0 |
| hold endpoints to repair | 0 | 0 |
| setup endpoints to repair | 11 | 8 |
-- per-stage QoR --
stage / setup TNS, ns / cell area [um^2] / worst slack [ns]
3_3_place_gp: -8.322 / 546.8 / -0.7807
6_report: -0.4042 / 569.3 / -0.1230
3_5_place_dp: -8.249 / 546.8 / -0.7668
5_1_grt: -0.5139 / 569.3 / -0.1368
2_1_floorplan: 0 / 611.8 / 0.2026
4_1_cts: -0.3905 / 533.0 / -0.1224
-- kinds of logic after synthesis --
kind of cell / share of synthesized area
mux: 0.2290
simple gates: 0.03068
buf+inv: 0.6994
compound gates: 0.04089
-- critical path: cells and delay by family --
family | cells | cell delay (ns)
mux | 1 | 0.29
buf+inv | 4 | 0.44
-- layer usage --
layer / wire length [um] / part of all wire / GRT usage
met4: 0 / 0 / 0
met2: 347 / 0.29 / 0.04013
met5: 0 / 0 / 0
met3: 388 / 0.32 / 0.03750
met1: 466 / 0.39 / 0.03560
-- final cells by class --
cell class | count | area (um^2) | area share
multi-input cells | 21 | 196.4 | 0.3451
well taps | 46 | 57.56 | 0.1011
repair buffers | 35 | 315.3 | 0.5538
-- worst paths after layout --
path	start	to	slack, ns	depth (start not counted)
worst max-delay path	inst[6]	imm[8]	-0.12	5
worst min-delay path	inst[31]	imm[15]	0.40	0
-- cells in the final DEF, fill, tap and decap left out --
cell type / n
mux2_4: 6
o21ai_2: 2
buf_2: 7
dlygate4sd2_1: 9
nand2_2: 2
nand2_1: 3
clkdlybuf4s15_1: 7
o21ai_1: 3
buf_6: 11
clkbuf_4: 1
mux2i_1: 5
Power is estimated from default activity; no workload was simulated.
