--- flow/config.mk ---
export PLATFORM = sky130hd
export DESIGN_NAME = ALU
export DESIGN_NICKNAME = ALU
export VERILOG_FILES = /design/flow/design.v
export SDC_FILE = /design/flow/constraint.sdc
export NUM_CORES = 4
export LEC_CHECK = 1
export CORE_UTILIZATION = 40
--- flow/run.sh ---
#!/bin/bash
# OpenROAD 26Q1-2900-gdf79404cd8, Yosys 0.63+post, stock flow scripts
make -C /OpenROAD-flow-scripts/flow DESIGN_CONFIG=/design/flow/config.mk WORK_HOME=/design/flow/orfs finish
--- flow/design.v ---
module ALU(
    input [63:0] in1,in2,
    input [3:0] aluControl,
    output [63:0] out,
    output zero
);
    assign out = (aluControl == 4'b0) ? (in1 & in2) : 
            ((aluControl == 4'b0001) ? (in1 | in2) :
            ((aluControl == 4'b0010) ? (in1 + in2) : (in1 - in2)));
    assign zero = out == 0;
endmodule
--- flow/constraint.sdc ---
current_design ALU

set clk_period 34.5
set clk_io_pct 0.2

create_clock -name clk0 -period $clk_period

set non_clock_inputs [all_inputs -no_clocks]
set_input_delay [expr $clk_period * $clk_io_pct] -clock clk0 $non_clock_inputs
set_output_delay [expr $clk_period * $clk_io_pct] -clock clk0 [all_outputs]
==> impl_metrics.ini <==
; implementation run metrics
[synthesis]
top_cells_by_area = ha_1, a21oi_1, xnor2_1, o21ai_0, nand2_1
syn-mean-instance-area_um2 = 6.45
ys_cells = 1146
synthTopCellsByCount = nand2_1, a21oi_1, nor2_1
yosysWarnings = 0
top_cell = nand2_1
synth.top_cell.area_share_pct = 13.4
yosysTopAreaCell = ha_1
netlist-cell-type-count = 78
synthCells = 1146
synth_seq_share_pct = 0
yosys_area_um2 = 7390
netlist_area_um2 = 7390

[detailed_routing]
avgViaCountPerCell = 6.15
wl_mm = 31.3
drc = 0
ant_nets = 0
diodes = 0
vias = 9357
drt_iter0_markers = 590
post_drt_wl_per_cell_um = 20.6
dr.pass1.iters = 7

[final_timing]
grt_setup_unrepaired = false
post-route-min-period_ns = 20.73
min_period_over_period_pct = 60.1
tns_ns = 0
fin_hold_ws_ns = 14.80
slew_headroom_pct = 47.3
fmax_mhz = 48.2
setup_viol = 0
tightest_slew_ns = 0.783
hold_violations = 0
finalWorstSetupSlack_ns = 13.77
final_max_slew_viol_count = 0

[placed_design]
placedCellCount = 1522
numPortBuffers = 197
gp_congestion = 1.03
place_ws_ns = 13.84
dp_hpwl_mm = 26.3
place_area_um2 = 9490

[outcome]
status = finished, final reports clean

[grt]
antenna_found_initial = 0
grtUsageTotal_pct = 32.9
grt_max_degree = 58
grt_remaining_overflow = 0
met1_usage_pct = 45.7
grt_pass1_wl_mm = 47.5
busiest_layer = met2
grt_pass1_vias = 8595
use_met2_pct = 54.2
met3_usage_pct = 3.58

[cts]
post_cts_resized = 0
hold_buffers = 0
cts_setup_buffers = 0

[floorplan]
fp_util_pct = 41.0
dieArea_um2 = 19000
io_pins = 197
coreArea_um2 = 18000
row_count = 49
die_w_um = 138
die_y_um = 138

[critical_path]
critPathCaptureType = output port
cp-start-kind = input pin
crit_type = input pin to output port
critical_path_peak_fanout = 10
worstPathRequired_ns = 27.60
crit_arrival_ns = 13.83

[finish]
fin_area_um2 = 9490
fin_util_pct = 52.7
layout-drive-gt1-share_pct = 3.17
n_clock_buffer = 0
instances_no_fill = 1522
flop_area_um2 = 0
syn_to_final_growth_pct = 28.4
n_sequential_cell = 0

[pwr]
power_density_nw_per_um2 = 22.8
power_mw = 0.217
p_leak_nw = 3.46
peakVddDrop_v = 0.0000131

[hold_path]
min_path_type = input pin to output port

[run]
maxCapViolations = 0
openroad.warnings = 47
[layout by cell type (no fill, tap or decap), types with 5 or more instances in the layout]
| master | synthesis | routed |
|---|---|---|
| nand2_1 | 136 | 136 |
| o21a_1 | 10 | 10 |
| xnor2_1 | 61 | 61 |
| or3_1 | 22 | 21 |
| clkdlybuf4s50_1 | 0 | 196 |
| maj3_1 | 46 | 46 |
| xor2_1 | 51 | 51 |
| a21o_1 | 29 | 29 |
| o31ai_1 | 20 | 20 |
| a21boi_0 | 10 | 10 |
| o21bai_1 | 10 | 10 |
| a211oi_1 | 9 | 9 |
| o41ai_1 | 5 | 5 |
| a31oi_1 | 13 | 13 |
| nor4_1 | 14 | 14 |
| inv_1 | 20 | 20 |
| a21oi_1 | 119 | 119 |
| and2_1 | 5 | 5 |
| nor2_1 | 118 | 118 |
| nand4_1 | 29 | 29 |
| or4_1 | 6 | 6 |
| o22ai_1 | 5 | 5 |
| nor3_1 | 33 | 32 |
| and3_1 | 7 | 7 |
| o21ai_0 | 105 | 105 |
| o211ai_1 | 11 | 11 |
| nand2b_1 | 8 | 8 |
| nand3_1 | 17 | 17 |
| ha_1 | 79 | 79 |
| buf_4 | 0 | 6 |
[critical path: stages]
cell	delay, ns
clkdlybuf4s50_1	0.51
or3_4	0.46
nor4_4	0.37
nand2_2	0.11
or2_4	0.27
or4_1	0.48
nor2_1	0.16
nor2_1	0.07
xor2_1	0.16
ha_1	0.42
a21o_1	0.27
a31oi_1	0.25
a21boi_0	0.39
a21boi_0	0.58
xor2_1	0.19
o21ai_0	0.10
or4_1	0.55
nor4_1	0.47
and4_1	0.29
nand4b_1	0.17
nor3_2	0.16
clkdlybuf4s50_1	0.48
[report_power, final]
group / switching (mW) / internal [mW] / total [mW]
registers: 0 / 0 / 0
logic: 0.113 / 0.104 / 0.217
clock network: 0 / 0 / 0
[kinds of logic (layout without fill, tap and decap cells)]
| logic type | Yosys count | count (layout) | synth area share [%] |
|---|---|---|---|
| and+or+nand+nor | 434 | 434 | 29.0 |
| AOI/OAI and AO/OA | 394 | 394 | 33.4 |
| adders and majority gates | 126 | 126 | 19.9 |
| xor gates and xnor gates | 112 | 112 | 13.3 |
| buffers and inverters | 76 | 223 | 3.88 |
| muxes | 4 | 4 | 0.559 |
[area by class of cell]
class	count	area, µm²
inverters	20	75.1
multi-input cells	1070	7120
repair buffers	203	2010
fillers	1875	8530
well taps	229	287
[worst paths after layout]
path                 startpoint  endpoint  slack [ns]  cells after the start
setup / recovery         in2[4]      zero       13.77                     22
hold / removal    aluControl[0]    out[0]       14.80                      4
[per-layer routing]
metal,vias to the layer above,wire length [µm]
li1,4590,-
met1,4298,13800
met2,415,14300
met3,54,2380
met4,0,855
met5,-,0
